==> ./design.v <==
`timescale 1ns / 1ps
module anti_jitter (
	input wire clk,   
	input wire rst,   
	input wire sig_i,   
	output wire sig_o   
	);
	parameter
		CLK_FREQ = 100,   
		JITTER_MAX = 10000;   
	parameter
		INIT_VALUE = 0;   
	localparam
		CLK_COUNT = CLK_FREQ * JITTER_MAX;   
	reg [31:0] clk_count = 0;
	reg buff = INIT_VALUE;
	always @(posedge clk) begin
		if (rst) begin
			clk_count <= 0;
			buff <= INIT_VALUE;
		end
		else if (sig_i == sig_o) begin
			clk_count <= 0;
		end
		else if (clk_count == CLK_COUNT-1) begin
			clk_count <= 0;
			buff <= sig_i;
		end
		else begin
			clk_count <= clk_count + 1'h1;
		end
	end
	assign sig_o = buff;
endmodule
==> ./run.sh <==
#!/bin/bash
# OpenROAD 26Q1-2900-gdf79404cd8, Yosys 0.63+post, stock flow scripts
make -C /OpenROAD-flow-scripts/flow DESIGN_CONFIG=/design/flow/config.mk WORK_HOME=/design/flow/orfs finish
==> ./config.mk <==
export PLATFORM = sky130hd
export DESIGN_NAME = anti_jitter
export DESIGN_NICKNAME = anti_jitter
export VERILOG_FILES = /design/flow/design.v
export SDC_FILE = /design/flow/constraint.sdc
export NUM_CORES = 4
export LEC_CHECK = 1
export CORE_AREA = 10 10 97 97
export DIE_AREA = 0 0 107 107
==> ./constraint.sdc <==
current_design anti_jitter

set clk_period 6.4
set clk_io_pct 0.2

create_clock -name clk0 -period $clk_period [get_ports {clk}]

set non_clock_inputs [all_inputs -no_clocks]
set_input_delay [expr $clk_period * $clk_io_pct] -clock clk0 $non_clock_inputs
set_output_delay [expr $clk_period * $clk_io_pct] -clock clk0 [all_outputs]
==> tab_implementation.tex <==
% Implementation results table
\begin{tabular}{lr}
\hline
Metric & Value \\
\hline
\multicolumn{2}{l}{\textbf{STA}} \\
Worst max-slew margin expressed relative to the limit & between 60\% and 70\% \\
Final setup violation count & 0 \\
Fmax & roughly 420 MHz \\
Transition time of the tightest slew-check pin & about 0.56 ns \\
Maximum clock skew at final layout & 0.005141 ns \\
Minimum clock period & 2.390 ns \\
Setup repair after global routing missed its margin & false \\
Post-layout period usage of the worst path & around 37\% \\
Accumulated negative setup slack & 0 ns \\
Final number of hold-violating endpoints & 0 \\
Number of pins exceeding their max-slew limit in the final report & 0 \\
\multicolumn{2}{l}{\textbf{Critical path}} \\
Worst-path cell with the longest stage delay & clkdlybuf4s50\_1 \\
CP arrival & roughly 1.1 ns \\
Buffer and inverter count on the worst path & 1 \\
Cell-by-cell listing of the critical path & clkdlybuf4s50\_1 \\
R2R setup slack & about 4 ns \\
CP max stage delay & between 0.4 and 0.5 ns \\
Family of cells with the greatest summed delay on the critical path & buffers and inverters \\
Worst path required time & slightly above 5 ns \\
Critical Path Fanout Max & 3 \\
Endpoint of the worst register-to-register path & clk\_count[26] \\
Count of cells along the worst register-to-register path & 4 \\
Critical register-to-register path startpoint & clk\_count[3] \\
Startpoint types & flop \\
Type of the worst setup path & flop to output port \\
Sort of element at the end of the critical path & output port \\
\multicolumn{2}{l}{\textbf{Global route}} \\
Grt met2 use & 9.526\% \\
Most crowded layer after global routing & met2 \\
Met3 Usage GRT & about 1.8\% \\
Total gr overflow & 0 \\
Vias in the first global route & around 1300 \\
Pin count of the biggest net entering global routing & 31 \\
First-pass GRT wire length & 6.306 mm \\
Met1 layer usage reported by global route & about a tenth \\
Overall track demand over capacity in global routing & around 6.4\% \\
Number of antenna violations at the first check in global routing & 0 \\
\multicolumn{2}{l}{\textbf{Placed design}} \\
Cell count after placement & $\sim$280 \\
Detailed-placement wirelength estimate & about 2.4 mm \\
Final GP Congestion & a little under 0.8 \\
Number of port buffers & 3 \\
Placed Area & $\sim$1800 µm² \\
\multicolumn{2}{l}{\textbf{Synth}} \\
Share of the synthesized area in the top cell type & 39.64\% \\
Yosys top cell by area & dfxtp\_1 \\
Netlist area before placement & roughly 1700 µm² \\
Post-synthesis average cell area & about 8.8 µm² \\
Sequential share of the synthesized area & between 30\% and 40\% \\
Register bit count reported by yosys & 33 \\
Number of cell instances after yosys synthesis & 189 \\
Total of warnings raised by yosys & 1 \\
Yosys stat area & 1667 µm² \\
Post-Syn Instances & approximately 190 \\
Distinct cell type count of the synthesized netlist & 38 \\
Biggest area contributors in the synthesized netlist & dfxtp\_1 40\%, a21oi\_1 5.4\%, or4\_1 5.4\% \\
\multicolumn{2}{l}{\textbf{Hold path}} \\
Start point of the worst min-delay path & clk\_count[0] \\
Endpoint of the worst hold path & clk\_count[0] \\
Number of instances on the worst hold path & 1 \\
Type of the tightest min-delay check & flop to flop \\
\multicolumn{2}{l}{\textbf{Route}} \\
WL/cell & 12.21 µm \\
DRC errors left & 0 \\
Number of antenna repair diodes & 0 \\
Via count & 1417 \\
Total wirelength of the detailed-routed design & between 3 and 4 mm \\
DRT antenna net count & 0 \\
DRC violation total after the first TritonRoute iteration & about 77 \\
Post-detailed-route via-to-cell ratio & 4.903 \\
Drt pass-1 iters & 4 \\
\multicolumn{2}{l}{\textbf{Floorplanning}} \\
DIE WIDTH & $\sim$110 µm \\
Number of primary I/O pins & 4 \\
Starting utilization of the core area & between 20 and 25\% \\
Chip footprint & $\sim$11000 µm² \\
Die height & between 100 and 150 µm \\
Std cell rows & 31 \\
Area of the placeable core & about 7300 µm² \\
\multicolumn{2}{l}{\textbf{Cells and area}} \\
Post-route standard cell area excluding fillers & roughly 1900 µm² \\
Core utilization of the finished layout & 25.41\% \\
Most common logic cells in the final layout & 33 x dfxtp\_1, 18 x a21oi\_1, 14 x nand3\_1 \\
Fraction of layout instances using a drive strength above 1 & a little under an eighth \\
Most used logic cell in the final layout & dfxtp\_1 \\
Synth-to-Final Area Change & 11.19\% \\
Final Instance Count excl. Fillers & roughly 290 \\
\multicolumn{2}{l}{\textbf{Clock tree}} \\
Root Buffer Master & clkbuf\_8 \\
H-tree lvl count & 2 \\
Number of buffers created by CTS & 5 \\
Gates resized, CTS repair & 0 \\
Deepest clock path buffer count & 2 \\
Clk ins delay skew pair & 0.28 ns \\
Clock net sink count & 33 \\
Buffers inserted by post-CTS timing repair & 0 \\
CTS tree & built \\
Number of buffers inserted for hold repair after clock tree synthesis & 0 \\
Clock Pin Slew Worst Setup and Hold Paths & around 0.07 ns \\
\multicolumn{2}{l}{\textbf{Power and ir drop}} \\
Peak ir drop on the vdd network & 0.07640 mV \\
Pwr per Cell Area & roughly 210 nW/µm² \\
Post-route total power & roughly 0.39 mW \\
Total leakage power & approximately 0.57 nW \\
\multicolumn{2}{l}{\textbf{Job}} \\
Max-cap check violation count & 0 \\
Number of warnings in the stage logs & 25 \\
\multicolumn{2}{l}{\textbf{Status}} \\
Result of the run & finished, final reports clean \\
\hline
\end{tabular}
[registers in the layout, indices dropped and copies added, names as in the netlist]
signal     flops
clk_count     32
buff           1
[synthesized netlist by cell type]
master	number
o21ai_0	10
xor2_1	8
buf_4	1
a21oi_1	18
nand4_4	1
nand2_1	8
or4_4	1
or3_2	1
nor2_1	13
or4_1	12
ha_1	1
and4_2	2
buf_2	5
buf_6	1
nand4_1	7
o31ai_1	11
nor4b_1	1
a21oi_2	1
clkbuf_1	1
and2_1	1
and4b_1	1
and3_1	4
and3_2	2
or3_1	6
dfxtp_1	33
inv_1	3
o211a_1	1
xnor2_1	3
nor3_1	3
nand4_2	3
clkbuf_2	1
and4_1	1
o31a_1	1
a31oi_1	1
nor4_1	5
nand3_1	14
clkbuf_8	2
or3_4	1
[worst reg2reg max path: stages (launching register included)]
cell and delay, ns:
dfxtp_1 0.37, and3_1 0.47, nand4_1 0.56, or4_1 0.67
o211a_1 0.13
[layout make-up]
cell class / instances / area, µm²
clock inverter: 1 / 5.005
tap: 99 / 123.9
sequential: 33 / 660.6
inverter: 3 / 11.26
clock buffer: 7 / 96.34
timing repair buffer: 4 / 37.54
multi-input combinational: 142 / 918.4
fill: 799 / 5439
[logic make-up after synthesis]
group / after synthesis / synth area share, %
buffers and inverters: 14 / 5.480
xor gates and xnor gates: 11 / 5.781
and+or+nand+nor: 87 / 32.96
DFF: 33 / 39.64
adders and majority gates: 1 / 0.7506
AOI/OAI and AO/OA: 43 / 15.39
[stage by stage]
step / setup WS (ns) / hold WS [ns]
after global routing: 3.921 / 0.4846
after global placement: 3.785 / 0.4229
after floorplan: 4.379 / 0.4130
final: 4.010 / 0.4420
after detailed placement: 3.758 / 0.4345
after CTS: 3.992 / 0.4463
[worst max path at each step]
| stage | start | end | slack (ns) | cells after the start |
|---|---|---|---|---|
| after CTS | buff | sig_o | 3.99 | 1 |
| after global routing | clk_count[3] | clk_count[26] | 3.92 | 4 |
| final | buff | sig_o | 4.01 | 1 |
[power breakdown]
part / internal (mW) / switching [mW] / leakage [nW]
clock network: 0.0972 / 0.0768 / 0.0542
logic: 0.00245 / 0.00468 / 0.254
registers: 0.206 / 0.000396 / 0.266
total: 0.306 / 0.0819 / 0.574
[per-layer routing]
layer,wire length (µm),up-vias
met5,0,-
met4,47,0
met3,223,8
met2,1391,28
met1,1865,657
li1,-,724
Power is estimated from default activity; no workload was simulated.
